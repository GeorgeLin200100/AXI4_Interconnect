File: flow/design.v
module axi_tmr_voter_unit(
    input  wire  d0,
    input  wire  d1,
    input  wire  d2,
    output wire  d_out,
    output wire  err_flag,
    output wire  err_d0,
    output wire  err_d1,
    output wire  err_d2
);
    wire cmp_d0_d1;
    wire cmp_d1_d2;
    wire cmp_d2_d0;
    reg  d_select;
    reg [2:0] err_d_reg;
    assign cmp_d0_d1 = (d0 == d1);
    assign cmp_d1_d2 = (d1 == d2);
    assign cmp_d2_d0 = (d2 == d0);
    assign err_flag = ~cmp_d0_d1 | ~cmp_d1_d2 | ~cmp_d2_d0;
    assign d_out = d_select;
    assign {err_d2, err_d1, err_d0} = err_d_reg;
    always @(*) begin
        if(err_flag) begin
            if (cmp_d0_d1) begin 
                d_select = d0;
                err_d_reg = 3'b100;
            end else if (cmp_d1_d2) begin 
                d_select = d1;
                err_d_reg = 3'b001;
            end else if (cmp_d2_d0) begin 
                d_select = d2;
                err_d_reg = 3'b010;
            end else begin
                d_select = 1'bx; 
                err_d_reg = 3'b111;
            end
        end else begin
            d_select = d0; 
            err_d_reg = 3'b000;
        end
    end
endmodule
File: flow/run.sh
#!/bin/bash
# OpenROAD 26Q1-2900-gdf79404cd8, Yosys 0.63+post, stock flow scripts
make -C /OpenROAD-flow-scripts/flow DESIGN_CONFIG=/design/flow/config.mk WORK_HOME=/design/flow/orfs finish
File: flow/config.mk
export PLATFORM = sky130hd
export DESIGN_NAME = axi_tmr_voter_unit
export DESIGN_NICKNAME = axi_tmr_voter_unit
export VERILOG_FILES = /design/flow/design.v
export SDC_FILE = /design/flow/constraint.sdc
export NUM_CORES = 4
export LEC_CHECK = 1
export CORE_AREA = 10 10 70 70
export DIE_AREA = 0 0 80 80
File: flow/constraint.sdc
current_design axi_tmr_voter_unit

set clk_period 1.0
set clk_io_pct 0.2

create_clock -name clk0 -period $clk_period

set non_clock_inputs [all_inputs -no_clocks]
set_input_delay [expr $clk_period * $clk_io_pct] -clock clk0 $non_clock_inputs
set_output_delay [expr $clk_period * $clk_io_pct] -clock clk0 [all_outputs]
==> summary.txt <==
run results: # clk buffers=0, Die Ht=80 um, Log Warnings=35, global route total overflow=0, placed inst area=304 um2, violated checks=negative setup slack, Via density=2.56, WP data arrival=1.08 ns, Fin Setup TNS=-0.815 ns, post-route setup slack=-0.278 ns, Worst setup EP type=output pin, unrepaired setup endpoints after global routing=true, Tightest Pin Transition=0.198 ns, status=finished with violations, max cap viols=0, routed via count=210, Yosys Warn Count=1, synthesized area=131 um2, fmax=0.783 GHz, routability congestion estimate=0.746, Leak Pwr=0.155 nW, Crit Path Max Fanout=6, vias in the first global route=211, Peak VDD IR=0.0745 mV, Worst Hold Class=input pin to output pin, initial antenna violation count=0, Init Core Util=3.85%, hpwl dp=416 um, most frequent cells in the layout=buf_2 (6), buf_6 (5), nand2_1 (3), a21oi_1 (3), buf_4 (3), I/O Pins=8, global-route wire length before repair=972 um, antenna diode count=0, CP required=0.80 ns, DIE WIDTH=80 um, final core occ=11.1%, Final Slew Violations=0, largest net degree at the start of global routing=8, die area=6400 um2, core area=3420 um2, syn avg cell area=6.57 um2, number of library cell types mapped by synthesis=14, antenna viol nets, final=0, Final Hold Violating Endpoints=0, Worst Hold Depth=4, power per cell area=420 nW/um2, WL/cell=7.78 um, flop count=0, Synth Instances=20, Finished Cell Area=380 um2, Sequential Area=0 um2, Max-slew headroom=86.7%, layout cell share with drive strength beyond 1=72.2%, drt first pass iters=3, final setup fails=5, Port Buf Inserts=8, Total GRT Usage=1.85%, crit path launch type=input pin, fillers=397, Seq/Total Area, Yosys=0%, yosys cell count=20, DRT Wirelength=638 um, post-layout min period=1.28 ns, Final period util=128%, Area Overhead vs Synth=190%, highest-count logic cell in the final layout=buf_2, Rows=21, 1st-iter DRT viols=4, synthesis area per yosys=131 um2, DRC=0, critical path class=input pin to output pin
[layer usage]
metal | track usage, % | part of all wire [%]
met3 | 2.16 | 26
met5 | 0 | 0
met4 | 0 | 0
met1 | 2.24 | 40
met2 | 2.17 | 33
[where the power goes]
part / internal (W) / switching (W) / total [W]
clock: 0 / 0 / 0
combinational: 0.0000918 / 0.0000681 / 0.000160
sequential: 0 / 0 / 0
total: 0.0000918 / 0.0000681 / 0.000160
[Yosys cell counts (all sizes together)]
| library cell | n | share of area, % |
|---|---|---|
| o31ai | 1 | 5.7 |
| and3 | 1 | 5.7 |
| a21oi | 3 | 11 |
| ha | 2 | 19 |
| nor2b | 1 | 6.7 |
| o21ai | 2 | 7.6 |
| nor2 | 1 | 2.9 |
| nand2b | 2 | 11 |
| nor3 | 1 | 3.8 |
| inv | 1 | 2.9 |
| a211oi | 1 | 9.5 |
| o22ai | 1 | 4.8 |
| nand2 | 3 | 8.6 |
[repair_timing]
item	CTS	global route
setup endpoints to repair	5	5
buffers inserted	5	0
pin swaps	7	2
gates cloned	0	0
hold buffers	0	0
gates resized	48	2
[worst max-delay path, stage by stage]
cell and delay, ns:
buf_8 0.08, inv_4 0.03, ha_4 0.32, nor2b_4 0.05, a211oi_2 0.19, a21oi_1 0.07, buf_2 0.14
[kinds of logic after synthesis]
family                     count (synthesis)  share of synthesized area [%]
adders and majority gates                  2                           19.0
AOI/OAI and AO/OA                          8                           39.0
buffers and inverters                      1                           2.85
and+or+nand+nor                            9                           39.0
[cell type report]
cell class	instances	area, um2	area share, %
Tap cell	46	57.6	15.1
Inverter	1	6.26	1.64
Multi-Input combinational cell	19	178	46.7
Timing Repair Buffer	16	139	36.5
[final timing paths]
path	startpoint	to	slack, ns
min	d0	d_out	0.76
max	d1	err_d2	-0.28
[per-stage QoR]
step | hold WS [ns] | cells | worst slack, ns | power, W
after floorplan | 0.423 | 20 | 0.0292 | 0.0000484
after global placement | 1.47 | 77 | -1.00 | 0.000123
after detailed placement | 1.48 | 77 | -1.07 | 0.000127
after CTS | 0.778 | 82 | -0.278 | 0.000158
after global routing | 0.798 | 82 | -0.318 | 0.000173
final | 0.760 | 82 | -0.278 | 0.000160
Power and IR drop assume default switching activity.
